<file path="./config.mk">
export PLATFORM = sky130hd
export DESIGN_NAME = slave
export DESIGN_NICKNAME = slave
export VERILOG_FILES = /design/flow/design.v
export SDC_FILE = /design/flow/constraint.sdc
export NUM_CORES = 4
export LEC_CHECK = 1
export CORE_AREA = 10 10 70 70
export DIE_AREA = 0 0 80 80
</file>
<file path="./constraint.sdc">
current_design slave

set clk_period 1.0
set clk_io_pct 0.2

create_clock -name clk0 -period $clk_period [get_ports {clk}]

set non_clock_inputs [all_inputs -no_clocks]
set_input_delay [expr $clk_period * $clk_io_pct] -clock clk0 $non_clock_inputs
set_output_delay [expr $clk_period * $clk_io_pct] -clock clk0 [all_outputs]
</file>
<file path="./design.v">
module slave (
    input  logic        clk,
    input  logic        rst,
    input  logic        req,
    input  logic [7:0]  data,
    output logic        ack
);
    typedef enum logic [1:0] {IDLE, ASSERT_ACK1, ASSERT_ACK2, WAIT_DROP} state_t;
    state_t state, next;
    logic [1:0] byte_cnt;
    logic [7:0] received_data [0:3];
    always_ff @(posedge clk) begin
        if (rst) begin
            state    <= IDLE;
            byte_cnt <= 0;
        end else begin
            state <= next;
        end
    end
    always_comb begin
        ack  = 0;
        next = state;
        case (state)
            IDLE:
                if (req) next = ASSERT_ACK1;
            ASSERT_ACK1: begin
                ack = 1;
                next = ASSERT_ACK2;
            end
            ASSERT_ACK2: begin
                ack = 1;
                next = WAIT_DROP;
            end
            WAIT_DROP:
                if (!req) next = IDLE;
                else ack = 1;
        endcase
    end
    always_ff @(posedge clk) begin
        if (!rst && state == ASSERT_ACK1) begin
            received_data[byte_cnt] <= data;
            byte_cnt <= byte_cnt + 1;
        end
    end
endmodule
</file>
<file path="./run.sh">
#!/bin/bash
# OpenROAD 26Q1-2900-gdf79404cd8, Yosys 0.63+post, stock flow scripts
make -C /OpenROAD-flow-scripts/flow DESIGN_CONFIG=/design/flow/config.mk WORK_HOME=/design/flow/orfs finish
</file>
==> ci_impl_report.md <==
### Metrics collected by this job

| Metric | Value |
|---|---|
| Registers, synthesis | 4 |
| Log Warnings | 35 |
| Startpoint class of the critical path | flip-flop |
| Routed len/inst | 5.075 um |
| Clock net sink count | 4 |
| Cell Count, Final, Fillers Out | 67 |
| Antenna diode count | 0 |
| Placed cell count | 63 |
| Ys Warns | 1 |
| Initial antenna violation count | 0 |
| Worst EP required | 0.80 ns |
| Worst Clk Skew | 0.002484 ns |
| Final critical-path setup slack | -0.04667 ns |
| Core Box Area | 0.003416 sq mm |
| Number of placed I/O pins | 12 |
| First-pass GRT wire length | 503 um |
| Clock-pin slew on the worst setup and hold paths | 0.04 ns |
| Final setup violation count | 1 |
| Floorplan utilization | 3.626% |
| Unrepaired setup endpoints after global routing | true |
| Overall power of the completed layout | 0.0004120 W |
| I/O Buffers | 3 |
| Transition time at the pin with the least slew margin | 0.1669 ns |
| Worst setup path startpoint | state[3]$_DFF_P_ |
| Cycle use final | 104.7% |
| Number of distinct library cells after synthesis | 7 |
| Largest regs | state (4) |
| Arrival time reported for the critical path endpoint | 0.85 ns |
| Post-synth design cell area | 123.9 sq um |
| Placement-stage worst setup slack | -0.5415 ns |
| Violated checks | setup timing |
| DRT antenna net count | 0 |
| Clk latency late pin | 0.24 ns |
| Power density over the cells | 1638 mW/mm^2 |
| Fraction of final layout cells with drive strength greater than 1 | 42.86% |
| Via count of the first global-routing pass | 123 |
| Buffer-and-inverter tally for the worst setup path | 1 |
| Cells after synthesis | 12 |
| Leading post-synthesis cells by instance count | dfxtp_1 (4), nor2_1 (3) |
| Final cell utilization of the core | 7.363% |
| Final count of pins violating max slew | 0 |
| Number of iterations in the first detailed-routing pass | 4 |
| Total wirelength of the detailed-routed design | 340 um |
| Deepest clock path buffer count | 2 |
| Peak per-stage delay on the critical path | 0.31 ns |
| Post-route minimum period | 1.047 ns |
| Count of H-tree levels built during CTS | 1 |
| Cell leakage power | 0.09761 nW |
| Maximum clock rate | 0.9554 GHz |
| Top cell type's share of synthesized area | 64.65% |
| Portion of the post-synthesis area used by sequential elements | 64.65% |
| Cell type with the largest total area | dfxtp_1 |
| Worst path cell trace | a21oi_2 -> nand2b_1 -> buf_2 |
| Startpoint of the lowest-slack hold path | state[0]$_DFF_P_ |
| Standard-cell row count | 21 |
| Type of the tightest min-delay check | flip-flop to flip-flop |
| Number of buffers created by CTS | 3 |
| Highest net fanout along the worst path | 2 |
| Die extent in x | 80 um |
| Number of cells in the yosys synthesis report | 12 |
| Number of DRC markers after the initial detailed-route iteration | 4 |
| Chip area line of the yosys report | 123.9 sq um |
| Remaining design rule violation count | 0 |
| Worst supply voltage drop on vdd | 0.0002860 V |
| Number of hold-slack violations in the final timing report | 0 |
| Number of violations of the max-capacitance limit | 0 |
| Vias per cell | 1.687 |
| Die Footprint | 0.006400 sq mm |
| Top cells by area, synth | dfxtp_1 (65%), nor2_1 (9.1%), a21oi_2 (7.1%), o21bai_1 (6.1%), nand2b_1 (5.1%) |
| Placer Congestion | 0.6633 |
| Crit Path Class | flip-flop to output pin |
| Register with the most flip-flops | state |
| Sum of overflow across all layers after global routing | 0 |
| Status | finished, violations left |
| Vert. Die Dim | 80 um |
| CP endpoint kind | output pin |
| Area added between synthesis and finish | 103.0% |
| Avg Inst Size Synth | 10.32 sq um |
| Number of flip-flops under the largest register name | 4 |
| Remaining max-slew budget at the tightest pin | 88.84% |
| Slowest cell on crit path | dfxtp_2 |
| Largest net degree at the start of global routing | 5 |
| Count leader, synth | dfxtp_1 |
| TritonCTS clock tree | built |
| Fraction of registers with async set/reset | 0% |
| Total GRT Usage | 1.181% |
| Total vias in the final route | 113 |
| Critical register-to-register path startpoint | state[3]$_DFF_P_ |
| Hold buffer count at cts | 0 |
| Root Buffer Master | clkbuf_4 |
| Number of synthesized flops with an enable pin | 0 |
| Final HPWL DP | 241.5 um |
| Worst path top cell family by delay | flip-flops |
| Smallest hold slack | 0.4343 ns |
| Dominant synthesized flop cell | dfxtp_1 |
tightest hold or removal path: stages (launching register included):
cell	delay, ns
dfxtp_1	0.30
nand2_1	0.06
nor2_1	0.03
stage by stage:
stage	TNS (ns)	area, sq um
2_1_floorplan	0	123.9
3_3_place_gp	-0.6822	226.5
3_5_place_dp	-0.7188	226.5
4_1_cts	-0.07411	251.5
5_1_grt	-0.1060	251.5
6_report	-0.04667	251.5
final timing paths:
check	endpoint	slack, ns	cells after the start
worst max-delay path	ack	-0.05	3
worst min-delay path	state[2]$_DFF_P_	0.43	2
worst max register to register	state[0]$_DFF_P_	0.29	3
worst min register to register	state[2]$_DFF_P_	0.43	2
power by group:
part | switching (W) | leakage, nW | total, W | internal [W]
Sequential | 0.00000351 | 0.0334 | 0.000172 | 0.000168
Clock | 0.0000737 | 0.0138 | 0.000208 | 0.000135
Combinational | 0.0000116 | 0.0504 | 0.0000316 | 0.0000200
Total | 0.0000888 | 0.0976 | 0.000412 | 0.000323
routing by layer:
metal	global-route usage (%)	part of all wire [%]	wire, um	up-vias
met5	0	0	0	-
met4	0.1761	0	0	0
met3	2.273	27	93	0
met2	1.124	29	100	9
met1	1.063	43	145	48
li1	-	-	-	56
cells by family (layout without fill, tap and decap cells):
family,count (synthesis),after routing,synth area share [%]
simple gates,6,6,22.23
flops,4,4,64.65
compound gates,2,2,13.13
buf+inv,0,9,0
cell usage in the layout, fill, tap and decap left out:
cell type / instances
dlygate4sd2_1: 1
nand2_1: 1
buf_4: 3
dfxtp_2: 1
dfxtp_1: 3
nor2b_1: 1
clkbuf_4: 3
clkdlybuf4s50_1: 1
nor2_1: 3
o21bai_1: 1
nand2b_1: 1
a21oi_2: 1
buf_2: 1
cell type report:
class	count	area, sq um
clock buffer	3	22.52
fill	408	3164
multi-input combinational	8	43.79
sequential	4	81.33
tap	46	57.56
timing repair buffer	6	46.29
what timing repair did:
item	CTS	global route
endpoints found under the setup margin	1	1
pin swaps	1	1
buffers inserted	1	0
resized	5	0
Power figures rest on the tool's default switching activity, not on a simulated workload.
