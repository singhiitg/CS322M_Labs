===== design/flow/config.mk =====
export PLATFORM = sky130hd
export DESIGN_NAME = vending_mealy
export DESIGN_NICKNAME = vending_mealy
export VERILOG_FILES = /design/flow/design.v
export SDC_FILE = /design/flow/constraint.sdc
export NUM_CORES = 4
export LEC_CHECK = 1
export CORE_AREA = 10 10 70 70
export DIE_AREA = 0 0 80 80

===== design/flow/constraint.sdc =====
current_design vending_mealy

set clk_period 1.1
set clk_io_pct 0.2

create_clock -name clk0 -period $clk_period [get_ports {clk}]

set non_clock_inputs [all_inputs -no_clocks]
set_input_delay [expr $clk_period * $clk_io_pct] -clock clk0 $non_clock_inputs
set_output_delay [expr $clk_period * $clk_io_pct] -clock clk0 [all_outputs]

===== design/flow/design.v =====
module vending_mealy(
  input  wire       clk,
  input  wire       rst,      
  input  wire [1:0] coin,     
  output reg        dispense, 
  output reg        chg5      
);
  typedef enum logic [1:0] {S0, S5, S10, S15} state_t;
  state_t s, ns;
  wire [4:0] val = (coin==2'b01)?5 : (coin==2'b10)?10 : 0;
  always @(posedge clk) begin
    if (rst) s <= S0; else s <= ns;
  end
  always @* begin
    dispense=1'b0; chg5=1'b0; ns=s;
    case (s)
      S0:  if (val==5) ns=S5; else if (val==10) ns=S10;
      S5:  if (val==5) ns=S10; else if (val==10) ns=S15;
      S10: if (val==5) ns=S15;
           else if (val==10) begin dispense=1; ns=S0; end  
      S15: if (val==5) begin dispense=1;        ns=S0; end  
           else if (val==10) begin dispense=1; chg5=1; ns=S0; end  
    endcase
  end
endmodule

===== design/flow/run.sh =====
#!/bin/bash
# OpenROAD 26Q1-2900-gdf79404cd8, Yosys 0.63+post, stock flow scripts
make -C /OpenROAD-flow-scripts/flow DESIGN_CONFIG=/design/flow/config.mk WORK_HOME=/design/flow/orfs finish

==> Table 3: Implementation characteristics <==
Table: implementation figures

Parameter                              Value

STA
  Setup repair after global routing missed its margin .................. no
  Setup TNS .................. 0 ps
  Count of final max-slew check failures .................. 0
  Worst slew margin relative to its limit .................. 0.8643
  Period Utilization, post-route .................. 0.9562
  Maximum achievable frequency .................. 0.9507 GHz
  Final period demand of the worst path .................. 1052 ps
  Final-report hold violation count .................. 0
  Final number of setup-violating endpoints .................. 0
  Skew final .................. 1.817 ps
  Slew @ Worst Pin .................. 202.3 ps

Synth
  Top cells by area, synth .................. sky130_fd_sc_hd__dfxtp_1 36%, sky130_fd_sc_hd__ha_1 11%, sky130_fd_sc_hd__a211oi_1 6.7%
  Post-synthesis sequential element count .................. 4
  Yosys top cell area share .................. 0.3575
  Share of the yosys chip area belonging to registers .................. 0.3575
  Commonest cells in the synthesized netlist .................. 4 x sky130_fd_sc_hd__dfxtp_1, 4 x sky130_fd_sc_hd__inv_1
  Gate count after technology mapping .................. 27
  Yosys Warn Count .................. 1
  Summed instance area of the synthesized netlist .................. 224.0 um^2
  Cell total in the yosys stat output .................. 27
  Mean cell area of the mapped netlist .................. 8.295 um^2
  Asr flop ratio synth .................. 0
  Number of unique standard cell types used by synthesis .................. 15
  Number of enable flip-flop cells .................. 0
  Yosys Chip Area .................. 224.0 um^2
  Post-synthesis cell type with the largest combined area .................. sky130_fd_sc_hd__dfxtp_1
  Main flop type after synthesis .................. sky130_fd_sc_hd__dfxtp_1

Clocking
  Post-CTS setup buffer count .................. 0
  Latest clock arrival within the worst-skew pair .................. 230 ps
  Number of buffers inserted during clock tree synthesis .................. 3
  Max clock buf depth .................. 2
  TritonCTS sink count .................. 4
  Clock-pin slew reported for the worst setup and hold paths after clock tree synthesis .................. 30 ps
  Clock tree root driver cell .................. sky130_fd_sc_hd__clkbuf_4
  H-tree levels .................. 1
  TritonCTS clock tree .................. done

Critical path
  Setup Crit Path Kind .................. input port to flop
  CP startpoint kind .................. input port
  Critical path capture point type .................. flop
  Data required, critical path .................. 1220 ps
  Worst-path maximum fanout .................. 8
  Worst path arrival time .................. 1170 ps

GRT
  Overflow after GRT .................. 0
  Global-route wire length before repair .................. 952 um
  Largest net degree at the start of global routing .................. 9
  Number of antenna violations at the first check in global routing .................. 0
  Number of global-route vias before repair .................. 220
  Total routing usage reported by global routing .................. 0.01804

Cells and area
  Layout cell share with drive strength beyond 1 .................. 0.5000
  Area overhead of the layout relative to synthesis .................. 89.39%
  Flip-flop count of the largest register, all copies and words added .................. 4
  Biggest register .................. s
  Final non-filler cell total .................. 86
  Registers with the highest flip-flop counts .................. s x4

Route
  Number of DRC violations after detailed-routing iteration 0 .................. 2
  DRC violations left .................. 0
  Via count of the routed design .................. 227
  ANT cells .................. 0
  Detail-routed net length per standard cell .................. 6.686 um
  Router iterations before antenna repair .................. 5
  Routed Antenna Nets .................. 0
  Via-to-Cell Ratio .................. 2.640
  Detailed Route WL .................. 575 um

Flow run
  Number of maximum-capacitance constraint violations .................. 0
  OpenROAD warnings .................. 27

Floorplanning
  Std cell rows .................. 21
  Fp util .................. 0.06557
  Y dimension of the die .................. 80 um
  Floorplan Core Area .................. 3416 um^2
  Floorplan die width .................. 80 um
  I/O pins .................. 6
  Total Die Area .................. 6400 um^2

Pwr
  Total leakage power .................. 0.1643 nW
  Power density cells .................. 1017 nW/um^2
  Worst IR Drop VDD .................. 0.1881 mV

Min path
  Classification of the worst-slack hold path .................. input port to flop

Place
  Routability congestion estimate .................. 0.6548
  Port Buf Inserts .................. 5
  Half-perimeter wire length after placement .................. 475.8 um
  DP Cell Count .................. 84

Run status
  Run status .................. completed
==> timing repair <==
| action | in CTS | in global routing |
|---|---|---|
| endpoints found under the setup margin | 6 | 1 |
| pin swaps | 2 | 1 |
| hold buffers | 0 | 0 |
| gates resized | 21 | 0 |
==> cell type report <==
| type | instances | area [um^2] |
|---|---|---|
| Fill cell | 404 | 2992 |
| Timing Repair Buffer | 11 | 80.08 |
| Sequential cell | 4 | 81.33 |
| Multi-Input combinational cell | 18 | 155.1 |
| Clock buffer | 3 | 22.52 |
| Tap cell | 46 | 57.56 |
| Inverter | 4 | 27.53 |
==> through the flow <==
step           worst slack [ps]  hold slack [ps]    util  power [mW]  instance area, um^2
2_1_floorplan            -22.77            291.6       -      0.2102                257.7
5_1_grt                   5.121            453.5  0.1242      0.4616                424.2
6_report                  48.20            430.3  0.1242      0.4313                424.2
3_5_place_dp             -762.2            519.4  0.1190      0.2585                406.6
3_3_place_gp             -758.8            500.9  0.1190      0.2563                406.6
4_1_cts                   13.45            427.2  0.1242      0.4437                424.2
==> critical path: stages <==
cell and delay (ps):
sky130_fd_sc_hd__buf_2 100, sky130_fd_sc_hd__inv_2 40, sky130_fd_sc_hd__ha_4 170, sky130_fd_sc_hd__or4_1 520
sky130_fd_sc_hd__o31a_1 110
==> routing by layer <==
metal,vias to the layer above,global-route usage,part of all wire
met4,0,0.01408,0.047
met2,5,0.02488,0.47
met3,2,0.002273,0.012
met5,-,0,0
met1,101,0.02450,0.47
li1,119,-,-
==> cell usage in the layout, fill, tap and decap left out, drive strengths merged <==
cell,instances
o21ai,2
ha,2
and2,1
inv,4
or4,1
a21oi,2
a211oi,2
dlygate4sd2,1
clkbuf,3
nand2,2
o31a,1
nor2b,2
dfxtp,4
nor3b,1
buf,10
nor2,1
mux2i,1
==> kinds of logic after synthesis <==
group,synth area share
simple gates,0.2011
compound gates,0.1955
buf+inv,0.08934
flops,0.3576
fa+ha+maj,0.1117
mux,0.04469
==> path summary, 6_finish.rpt <==
check	start	to	slack, ps	depth (start not counted)
min reg2reg	s[0]	s[2]	530	2
min	rst	s[1]	430	3
max reg2reg	s[0]	s[0]	90	2
max	coin[0]	s[0]	50	5
==> power by group <==
part           internal, mW  total, mW  switching [mW]
Combinational        0.0521     0.0911          0.0390
Clock                 0.122      0.175          0.0532
Sequential            0.158      0.165         0.00760
Total                 0.331      0.431          0.0999
Power and IR drop assume default switching activity.
