<file path="flow/design.v">
module master (
    input  logic        clk,
    input  logic        rst,
    input  logic        ack,
    output logic        req,
    output logic [7:0]  data,
    output logic        done
);
    typedef enum logic [2:0] {IDLE, SEND, WAIT_ACK, DROP_REQ, DONE} state_t;
    state_t state, next;
    logic [1:0] byte_cnt;
    logic [7:0] data_array [0:3];
    initial begin
        data_array[0] = 8'hA1;
        data_array[1] = 8'hB2;
        data_array[2] = 8'hC3;
        data_array[3] = 8'hD4;
    end
    always_ff @(posedge clk) begin
        if (rst) begin
            state    <= IDLE;
            byte_cnt <= 0;
        end else begin
            state <= next;
        end
    end
    always_comb begin
        req  = 0;
        done = 0;
        data = 8'h00;
        next = state;
        case (state)
            IDLE: next = SEND;
            SEND: begin
                data = data_array[byte_cnt];
                req  = 1;
                next = WAIT_ACK;
            end
            WAIT_ACK: begin
                data = data_array[byte_cnt];
                req  = 1;
                if (ack) next = DROP_REQ;
            end
            DROP_REQ: begin
                if (!ack) begin
                    if (byte_cnt == 2'd3) next = DONE;
                    else next = SEND;
                end
            end
            DONE: begin
                done = 1;
                next = DONE;
            end
        endcase
    end
    always_ff @(posedge clk) begin
        if (!rst && state == DROP_REQ && !ack)
            byte_cnt <= byte_cnt + 1;
    end
endmodule
</file>
<file path="flow/run.sh">
#!/bin/bash
# OpenROAD 26Q1-2900-gdf79404cd8, Yosys 0.63+post, stock flow scripts
make -C /OpenROAD-flow-scripts/flow DESIGN_CONFIG=/design/flow/config.mk WORK_HOME=/design/flow/orfs finish
</file>
<file path="flow/config.mk">
export PLATFORM = sky130hd
export DESIGN_NAME = master
export DESIGN_NICKNAME = master
export VERILOG_FILES = /design/flow/design.v
export SDC_FILE = /design/flow/constraint.sdc
export NUM_CORES = 4
export LEC_CHECK = 1
export CORE_AREA = 10 10 70 70
export DIE_AREA = 0 0 80 80
</file>
<file path="flow/constraint.sdc">
current_design master

set clk_period 1.0
set clk_io_pct 0.2

create_clock -name clk0 -period $clk_period [get_ports {clk}]

set non_clock_inputs [all_inputs -no_clocks]
set_input_delay [expr $clk_period * $clk_io_pct] -clock clk0 $non_clock_inputs
set_output_delay [expr $clk_period * $clk_io_pct] -clock clk0 [all_outputs]
</file>
==> results.cfg <==
; implementation run metrics
[run_status]
status = finished, violations left
violations = setup timing

[detailed_routing]
post_drt_wl_per_cell_um = 5.911
first_pass_iters = 2
drc = 0
post_drt_via_cell_ratio = 2.013
antenna_cells_inserted = 0
via_count = 159
antenna_left = 0
drt_iter0_markers = 3
wl_um = 467

[yosys]
ys.flops = 5
synth_cell_types = 10
ys_area_um2 = 222.7
yosysTopAreaCell = dfxtp_1
yosys-top-cells-area = dfxtp_1, buf_4, nand2b_1
top_area_frac = 0.4494
syn_area_per_cell_um2 = 9.280
synth_cells = 24
yosysCellCount = 24
synth_warnings = 5
ys_seq_frac = 0.4494
synth_area_um2 = 222.7

[clock_network]
clock-root-buffer = clkbuf_4
cts_hold_buf = 0
clk_pin_slew_ps = 40
cts_buffer_depth = 2
clock-sinks = 5
h-tree-depth = 1
cts_tree = built
insertion_delay_ps = 240
cts_inserted_buffers = 3

[place]
gp_congestion = 0.7110
place_inst = 74
portBuffers = 7
dp_slack_ps = -247.9
hpwlAfterDp_um = 375.6
placed_cell_area_um2 = 312.8

[global_routing]
grtUsageMet3 = 0.02273
grt_max_degree = 6
grt_pass1_vias = 185
grtUsageMet2 = 0.01525
grt_use_total = 0.01601
grt_busiest_layer = met3
grt_overflow_total = 0
grt_antenna_before_repair = 0
grtUsageMet1 = 0.01940
grt_first_pass_wirelength_um = 759

[flow_run]
warnings = 27
cap_violations = 0

[finish]
top_regs = state: 5 flops
area_growth_pct = 50.56
fill_cells = 411
final_util = 0.09817
fin_cells = 79
largest-register = state
design_area_um2 = 335.3
layout-drive-gt1-share = 0.3939
largest_reg_flops = 5

[setup_path]
cp_max_fo = 3
end_kind = output pin
cpPeakStageDelay_ps = 310
crit_type = flip-flop to output pin
cp.arrival_ps = 1000
crit_slowest_cell = dfxtp_2
cp_data_required_time_ps = 800
crit_path_start_kind = flip-flop
path_delay_family = flip-flops
worst-path-buf-inv = 2
path_cells = or2_4, buf_6, buf_2

[final_timing]
slew_violations = 0
hold_viol = 0
setup_tns_ps = -706.8
rsz0062_at_grt = true
setup_violations = 4
finalWorstSetupSlack_ps = -204.7
hold_ws_ps = 442.5
period_used_share = 1.205
fin_crit_ps = 1205
max_freq_ghz = 0.8301
finClkSkew_ps = 9.448

[power]
pwr_density_cell_nw_per_um2 = 1484
p_leak_nw = 0.1381
p_total_mw = 0.4976
ir_drop_uv = 711.4

[die]
core_area_um2 = 3416
die_area_um2 = 6400
dieHeight_um = 80
fp-utilization = 0.06520
num_io_pins = 13
num_rows = 21
die_x_um = 80

[hold_path]
hold_class = flip-flop to flip-flop
path summary, 6_finish.rpt:
kind / startpoint / to / slack (ps) / cells past startpoint
worst max-delay path: state[2] / data[7] / -200 / 3
worst min-delay path: state[3] / state[2] / 440 / 2
worst max register to register: state[2] / state[4] / 270 / 3
worst min register to register: state[3] / state[2] / 440 / 2
final cells by class:
cell class,count,area (um^2),share of cell area
inverters,2,7.507,0.02239
flip-flops and latches,5,102.6,0.3060
repair buffers,9,68.82,0.2052
clock buffers,4,26.28,0.07836
multi-input cells,13,72.57,0.2164
well taps,46,57.56,0.1716
synth_stat cells:
master	instances
buf_4	8
dfxtp_1	5
a21oi_1	2
inv_1	2
nand2b_1	2
conb_1	1
nor2_1	1
nor2b_1	1
nor3b_2	1
or2_2	1
worst register-to-register path, delay by kind of cell (launching register included):
family	cells	cell delay (ps)
flip-flops	1	310
buffers and inverters	1	120
AND/OR/NAND/NOR	2	180
cell families (layout without fill, tap and decap cells):
family | count (synthesis) | after routing | synth area share
AND-OR/OR-AND | 2 | 2 | 0.04495
buffers and inverters | 10 | 15 | 0.3034
flip-flops | 5 | 5 | 0.4495
other | 1 | 5 | 0.01684
AND/OR/NAND/NOR | 6 | 6 | 0.1854
power breakdown:
part           internal, mW  switching, mW  total, mW  leakage (nW)
registers             0.209        0.00334      0.212        0.0421
clock network         0.151         0.0826      0.233        0.0150
logic                0.0350         0.0172     0.0522        0.0810
total                 0.394          0.103      0.498         0.138
cell usage in the layout, fill, tap and decap left out, drive strengths merged:
cell type      Yosys  final
inv                2      2
nand2b             2      2
nor2               1      1
clkdlybuf4s15      0      1
buf                8      6
nor3b              1      1
clkdlybuf4s50      0      2
conb               1      5
nor2b              1      1
clkbuf             0      4
or2                1      1
a21oi              2      2
dfxtp              5      5
what timing repair did:
| action | 4_1_cts | 5_1_grt |
|---|---|---|
| endpoints found under the setup margin | 5 | 5 |
| pin swaps | 1 | 0 |
| resized | 17 | 1 |
| setup buffers | 1 | 0 |
layer usage:
| layer | vias up | routed length [um] |
|---|---|---|
| met4 | 0 | 0 |
| li1 | 78 | - |
| met3 | 0 | 101 |
| met2 | 15 | 121 |
| met1 | 66 | 244 |
| met5 | - | 0 |
Power figures rest on the tool's default switching activity, not on a simulated workload.
